### ./config.mk
export PLATFORM = sky130hd
export DESIGN_NAME = fourbitadderbase3
export DESIGN_NICKNAME = fourbitadderbase3
export VERILOG_FILES = /design/flow/design.v
export SDC_FILE = /design/flow/constraint.sdc
export NUM_CORES = 4
export LEC_CHECK = 1
export CORE_AREA = 10 10 70 70
export DIE_AREA = 0 0 80 80
### ./constraint.sdc
current_design fourbitadderbase3

set clk_period 7.5
set clk_io_pct 0.2

create_clock -name clk0 -period $clk_period

set non_clock_inputs [all_inputs -no_clocks]
set_input_delay [expr $clk_period * $clk_io_pct] -clock clk0 $non_clock_inputs
set_output_delay [expr $clk_period * $clk_io_pct] -clock clk0 [all_outputs]
### ./design.v
module fourbitadderbase3(in1,in2,out,Cout,Cin);
    input wire [7:0]in1;
    input wire [7:0]in2;
    input wire Cin;
    output reg [7:0]out;
    output reg Cout;
    reg [3:0]Carry;
    always@(in1,in2,Cin)
        begin
            {Carry[0],out[1],out[0]} = {in1[1],in1[0]} + {in2[1],in2[0]} + Cin;
            {Carry[1],out[3],out[2]} = {in1[3],in1[2]} + {in2[3],in2[2]} + Carry[0];
            {Carry[2],out[5],out[4]} = {in1[5],in1[4]} + {in2[5],in2[4]} + Carry[1];
            {Carry[3],out[7],out[6]} = {in1[7],in1[6]} + {in2[7],in2[6]} + Carry[2];
            Cout = Carry[3];
            if({out[1],out[0]} == 2'b11)
                begin
                    if({out[3],out[2]} == 2'b11)
                        begin
                            {out[3],out[2]} = 2'b00;
                             if({out[5],out[4]} == 2'b11)
                                begin
                                    {out[5],out[4]} = 2'b00;
                                    if({out[7],out[6]} == 2'b11)
                                        begin
                                            {out[7],out[6]} = 2'b00;
                                            Cout = 1'b1;
                                        end
                                    {out[7],out[6]} = {out[7],out[6]} + 2'b01;
                                end
                            {out[5],out[4]} = {out[5],out[4]} + 2'b01;
                        end
                    {out[3],out[2]} = {out[3],out[2]} + 2'b01; 
                    {out[1],out[0]} = 2'b00;
                end
            if({out[3],out[2]} == 2'b11)
                begin
                    if({out[5],out[4]} == 2'b11)
                        begin
                            {out[5],out[4]} = 2'b00;
                             if({out[7],out[6]} == 2'b11)
                                begin
                                    {out[7],out[6]} = 2'b00;
                                    Cout = 1'b1;
                                end
                            {out[7],out[6]} = {out[7],out[6]} + 2'b01;
                        end
                    {out[5],out[4]} = {out[5],out[4]} + 2'b01; 
                    {out[3],out[2]} = 2'b00;
                end
            if({out[5],out[4]} == 2'b11)
                begin
                    if({out[7],out[6]} == 2'b11)
                        begin
                            {out[7],out[6]} = 2'b00;
                            Cout = 1'b1;
                        end
                    {out[7],out[6]} = {out[7],out[6]} + 2'b01; 
                    {out[5],out[4]} = 2'b00;
                end
            if({out[7],out[6]} == 2'b11)
                begin
                    {out[7],out[6]} = 2'b00;
                    Cout = 1'b1;
                end
        end
endmodule
### ./run.sh
#!/bin/bash
# OpenROAD 26Q1-2900-gdf79404cd8, Yosys 0.63+post, stock flow scripts
make -C /OpenROAD-flow-scripts/flow DESIGN_CONFIG=/design/flow/config.mk WORK_HOME=/design/flow/orfs finish
==> changes_impl.md <==
### Metrics

- N_diodes: 0
- Hold WC Path Type: primary input to primary output
- YS chip area: 737 um2
- Crit path kind: primary input to primary output
- Pleak: around 0.00065 uW
- Final Hold Fails: 0
- Synth Cell Area: about 740 um2
- First-pass DRT Iterations: 4
- Largest net degree at the start of global routing: 8
- Seq cells: 0
- Core ar.: approximately 3400 um2
- Crit-path slowest cell: fa_2
- Hold Startpoint: Cin
- Buffers on Ports: 26
- Critical Path, Cell by Cell: buf_6 > fa_2 > inv_2 > fa_2 > fa_2 > fa_2 > fa_2 > fa_2 > inv_2 > fa_2 > fa_2 > ha_4 > mux2_4 > ha_4 > mux2_4 > ha_4 > a32oi_1 > nor2_1 > nor4b_2 > o311ai_2 > buf_2
- Final Max Slew Viols: 0
- Critical Path Sink Type: primary output
- DRT iter0 DRCs: 7
- Pwr/cell area: 182 nW/um2
- # clk buffers: 0
- Fin crit period: 7.79 ns
- Top cell area share: approximately 22%
- Critical path fanouts, max: 3
- Clock power share: 0%
- Run status: finished, violations left
- Total number of vias: ~740
- P_int: around 150 uW
- Floorplan core density: a little over a fifth
- Top cells by area, synth: fa_1 22%, ha_1 20%, inv_1 11%, mux2_4 6.1%, mux2i_1 4.1%
- Die W: 80 um
- Switch Pwr: 103 uW
- RePlAce Congestion: between 0.7 and 0.8
- Final-report setup violation count: 3
- Net Sw Frac: about two fifths
- Num rows: 21
- Pre-CTS setup slack: -1.18 ns
- Worst path max stage delay: between 0.4 and 0.5 ns
- Global-route wire length before repair: between 3000 and 4000 um
- Yosys cell count: 88
- Mean post-synth cell area: around 8.4 um2
- Seq pwr share: 0%
- Drt drc: 0
- DP HPWL: approximately 1500 um
- Top cell by count, worst path: fa_2
- Hold_buf cts: 0
- Failing checks: setup timing
- Final antenna-violating net count: 0
- GRT overflow: 0
- Fin worst setup slack: -0.288 ns
- Syn-to-layout area delta: 88.5%
- Placed cell areas: ~1200 um2
- Worst VDD drop: 0.0566 mV
- Fin Hold WS: between 3 and 4 ns
- Drt via density: ~4
- Post-synthesis sequential area ratio: 0%
- Cycle use final: 104%
- Arrival time at the worst endpoint: roughly 6.3 ns
- Vias in the first global route: between 700 and 800
- Synth area leader: fa_1
- Setup crit start: in1[0]
- Synth top cells by count: 22 x inv_1, 12 x ha_1, 8 x fa_1, 8 x nor2_1, 6 x nand2_1
- Average wire per standard cell: between 9 and 10 um
- Tool warnings: 41
- Syn Inst Count: ~88
- Synth cell types: 24
- Max-slew headroom: between 70% and 80%
- Die H: roughly 80 um
- Share of cells above drive strength 1: between 50% and 60%
- Total of max-cap violations: 0
- Gate power share: around 100%
- Total wire length: roughly 1800 um
- IO Count: 26
- Least-Margin Pin Slew: about 0.43 ns
- Most frequent cell after synthesis: inv_1
- GRT Util Overall: between 5 and 6%
- CP Data Required Time: about 6 ns
- Fmax: 0.128 GHz
- Yosys Warn Count: 1
- CP startpoint kind: primary input
- Cell area after layout: 1390 um2
- RSZ-0062 raised after global routing: true
- Sequential standard cell area: 0 um2
- Initial antenna violation count: 0
- Die ar.: about 6400 um2
cell families (layout without fill, tap and decap cells):
family | after synthesis | after routing | share of synthesized area (%)
adders and majority gates | 20 | 20 | 42.1
AOI/OAI and AO/OA | 11 | 11 | 13.6
buffers and inverters | 23 | 76 | 11.7
muxes | 6 | 6 | 10.2
and+or+nand+nor | 28 | 28 | 22.4
cells in the final DEF (no fill, tap or decap):
master / n
a21oi_2: 1
mux2_4: 3
nand2b_2: 1
nand2b_4: 1
buf_4: 23
nand3_1: 3
clkdlybuf4s50_1: 18
a31oi_4: 1
nand3_2: 1
nand4b_1: 1
nor2_2: 2
o31ai_2: 2
o21ai_0: 2
nand3b_1: 3
nand2_1: 6
and2_2: 1
a32oi_1: 1
inv_4: 2
ha_4: 6
nor2b_1: 1
o311ai_2: 1
inv_1: 15
inv_2: 6
mux2i_1: 3
buf_2: 3
and4bb_4: 1
a21o_2: 1
ha_1: 6
nor4b_2: 1
o31ai_1: 2
dlygate4sd2_1: 2
nor2_1: 6
fa_2: 8
buf_6: 7
worst max-delay path, delay by kind of cell:
kind            cells  cell delay (ns)
mux                 2             0.58
compound gates      2             0.33
simple gates        2             0.38
buf+inv             4             0.30
fa+ha+maj          11             3.20
final cells by class:
type | instances | area (um2)
tap | 46 | 57.6
inverter | 23 | 91.3
multi-input combinational | 65 | 776
fill | 328 | 2030
timing repair buffer | 53 | 464
power groups by stage:
stage         Sequential, uW  Clock, uW  Combinational [uW]
CTS                        0          0                 227
global route               0          0                 282
finish                     0          0                 253
metal layers:
| layer | share of wire (%) | track usage (%) | vias to the layer above |
|---|---|---|---|
| met3 | 3.2 | 0.455 | 0 |
| met5 | 0 | 0 | - |
| met4 | 0 | 0 | 0 |
| li1 | - | - | 393 |
| met2 | 44 | 8.67 | 14 |
| met1 | 52 | 8.25 | 330 |
timing repair:
item                       in CTS  in global routing
pin swaps                      16                 19
resized                        41                 17
setup endpoints to repair       3                  3
buffers inserted                1                  4
hold endpoints to repair        0                  0
worst paths after layout:
kind	cells past startpoint	endpoint	slack, ns
min	4	out[1]	3.78
max	21	Cout	-0.29
stage by stage:
step / setup TNS, ns / util (%) / instances / total power (uW)
global route: -1.07 / 40.7 / 187 / 282
finish: -0.486 / 40.7 / 187 / 253
floorplan: -0.0475 / - / 88 / 108
detailed placement: -2.90 / 36.5 / 183 / 216
CTS: -0.803 / 37.9 / 184 / 227
global placement: -2.77 / 36.5 / 183 / 211
No activity file was given, so power comes from the tool's default toggle rates.
