[flow/config.mk]
export PLATFORM = sky130hd
export DESIGN_NAME = FSM
export DESIGN_NICKNAME = FSM
export VERILOG_FILES = /design/flow/design.v
export SDC_FILE = /design/flow/constraint.sdc
export NUM_CORES = 4
export LEC_CHECK = 1
export CORE_AREA = 10 10 72 72
export DIE_AREA = 0 0 82 82
[flow/constraint.sdc]
current_design FSM

set clk_period 1.6
set clk_io_pct 0.2

create_clock -name clk0 -period $clk_period [get_ports {CLK}]

set non_clock_inputs [all_inputs -no_clocks]
set_input_delay [expr $clk_period * $clk_io_pct] -clock clk0 $non_clock_inputs
set_output_delay [expr $clk_period * $clk_io_pct] -clock clk0 [all_outputs]
[flow/design.v]
module FSM(in,CLK,out,reset,counter,a1, b1, c1, d1, e1, f1, g1, a2, b2, c2, d2, e2, f2, g2);
    input wire in,CLK,reset;
    output reg out;
    output wire [3:0]counter;
    output wire a1, b1, c1, d1, e1, f1, g1, a2, b2, c2, d2, e2, f2, g2;
    reg [1:0]NS,CS;
    parameter A = 2'b00, B = 2'b01, C = 2'b11, D = 2'b10;
    always@(in,CS)
        begin
            case (CS)
                    A:  if(in == 0)
                            begin
                                NS = A; 
                                out = 0;
                            end
                        else
                            begin
                                NS = B; 
                                out = 0;                              
                            end
                    B:  if(in == 0)
                            begin
                                NS = A; 
                                out = 0;
                            end
                        else
                            begin
                                NS = C; 
                                out = 0;                              
                            end
                    C:  if(in == 0)
                            begin
                                NS = A; 
                                out = 0;
                            end
                        else
                            begin
                                NS = D; 
                                out = 0;                              
                            end
                    D:  if(in == 0)
                            begin
                                NS = A; 
                                out = 1;
                            end
                        else
                            begin
                                NS = D; 
                                out = 0;                              
                            end
                endcase
        end
    always@(posedge CLK,negedge reset)
        begin
            if(reset == 0)
                CS <= A;
            else 
                CS <= NS;
        end
    counter counts(.in(out), .CLK(CLK), .out(counter));
    sevenSeg shows(.in(counter), .CLK(CLK), .a1(a1), .b1(b1), .c1(c1), .d1(d1), .e1(e1), .f1(f1), .g1(g1), .a2(a2), .b2(b2), .c2(c2), .d2(d2), .e2(e2), .f2(f2), .g2(g2));
endmodule
module counter(in,out,CLK);
    input wire in,CLK;
    output wire [3:0]out;
    reg [3:0]count = 4'b0000;
    assign out = count;
    always@(posedge CLK)
        begin
            if(in == 1)
                begin
                        count = count + 4'b0001;
                end
        end
endmodule
module sevenSeg(in,a1,b1,c1,d1,e1,f1,g1,a2,b2,c2,d2,e2,f2,g2,CLK);
    input wire [3:0]in;
    input wire CLK;
    output reg a1, b1, c1, d1, e1, f1, g1, a2, b2, c2, d2, e2, f2, g2;
    reg [3:0]unity,tens;
    always@(posedge CLK)
        begin
            unity = in % 10;
            tens = in / (4'b1010);
                case(unity)
                    4'b0000: {a1, b1, c1, d1, e1, f1, g1}=7'b1111110;
                    4'b0001: {a1, b1, c1, d1, e1, f1, g1}=7'b0110000;
                    4'b0010: {a1, b1, c1, d1, e1, f1, g1}=7'b1101101;
                    4'b0011: {a1, b1, c1, d1, e1, f1, g1}=7'b1111001;
                    4'b0100: {a1, b1, c1, d1, e1, f1, g1}=7'b0110011;
                    4'b0101: {a1, b1, c1, d1, e1, f1, g1}=7'b1011011;
                    4'b0110: {a1, b1, c1, d1, e1, f1, g1}=7'b1011111;
                    4'b0111: {a1, b1, c1, d1, e1, f1, g1}=7'b1110000;
                    4'b1000: {a1, b1, c1, d1, e1, f1, g1}=7'b1111111;
                    4'b1001: {a1, b1, c1, d1, e1, f1, g1}=7'b1110011;
                endcase
                case(tens)
                    4'b0000: {a2, b2, c2, d2, e2, f2, g2}=7'b1111110;
                    4'b0001: {a2, b2, c2, d2, e2, f2, g2}=7'b0110000;
                endcase            
        end
endmodule
[flow/run.sh]
#!/bin/bash
# OpenROAD 26Q1-2900-gdf79404cd8, Yosys 0.63+post, stock flow scripts
make -C /OpenROAD-flow-scripts/flow DESIGN_CONFIG=/design/flow/config.mk WORK_HOME=/design/flow/orfs finish
==> impl_metrics.ini <==
; physical design summary
[place]
numPortBuffers = 18
globalplace.congestion = 0.9018
pre_cts_slack_ps = -222.0
dp_hpwl_um = 1539
place_inst = 172

[power]
irDropWorstVdd_mv = 0.3380
p_switching_w = 0.0001681
p_clk_share_pct = 34.3
comb_power_share_pct = 12.3
share_seq_of_total_power_pct = 53.4
p_sw_share_pct = 19.34
power_leakage_nw = 0.6346
power.internal_w = 0.0007010
power_density_nw_per_um2 = 580.8

[drt]
antenna_left = 0
viasPerCell = 4.197
antenna_cells = 0
post_drt_wl_per_cell_um = 10.84
routed_wl_um = 1983
via_count = 768
drtIter0Drc = 10
drc = 0
firstDrtPassIters = 4

[synthesis]
synth_flops = 16
netlist_instances = 89
yosysChipArea_um2 = 930.9
edf_count = 11
yosysTopAreaCellShare_pct = 35.48
synth-async-reset-ratio_pct = 25.00
synth_cell_types = 37
ys_cells = 89
syn_area_per_cell_um2 = 10.46
mappedNetlistArea_um2 = 930.9
area_leaders = edfxtp_1 35%, dfrtp_1 8.1%, buf_4 5.6%, ha_1 5.4%, nand4_1 4.7%
top_area_cell = edfxtp_1
ys_warn_count = 3
synthFlopType = edfxtp_1
yosysSeqAreaShare_pct = 48.52

[worst_setup_path]
rrSetupSlack_ps = -210
path_cells = inv_2 -> ha_4 -> a22oi_2 -> or4b_1 -> and3_1
crit_type = flop to flop
ff2ff_path_depth = 5
endpoint_kind = flop
slowest_delay_ps = 480
cp_max_fo = 4
rr_startpoint = counts.count[1]
required_ps = 1600
critPathArrivalTime_ps = 1810
worstReg2RegEnd = shows.a1
slowest_stage = or4b_1
critPathLaunchType = flop

[job]
maxCapViolations = 0
warnings = 30

[cts]
cts_sinks = 16
cts_root_buf = clkbuf_8
cts_tree = built
cts-htree-levels = 1
clkTransAtPathRegs_ps = 60
clock_latency_ps = 240
clk_path_buf_depth = 2
cts_buffers = 3

[global_routing]
first_global_vias = 771
grt_max_degree = 12
grt_overflow = 0
antenna_found_initial = 0
grtUsageTotal_pct = 6.263
grt_first_pass_wirelength_um = 3394

[finish]
nFillCells = 363
layout.cells.non_filler = 183
seq_area_um2 = 451.7
lay_top_cells = 25 x buf_4, 15 x clkdlybuf4s50_1, 11 x edfxtp_1, 7 x nand4_1, 7 x buf_6
logic_area_um2 = 470.5
post-route-util_pct = 40.57
area_growth_pct = 60.75
drive_above_1_share_pct = 39.26
final_common_cell = buf_4

[floorplan]
ios = 22
die_h_um = 82
chip_area_um2 = 6724
initial_core_util_pct = 25.24
rows = 22
fp.dieW_um = 82
coreArea_um2 = 3689

[sta]
drv_slew = 0
setup_viol = 8
finalClockPeriodUsage_pct = 113.4
max_freq_mhz = 551.1
clock_skew_ps = 1.193
hold_viol = 0
fin_crit_ps = 1814
worst_slack_ps = -214.5
finalHoldWorstSlack_ps = 272.1
rsz0062_at_grt = true

[hold_path]
hold_class = input pin to asynchronous set/reset pin

[outcome]
violations = setup timing
status = complete, but fails checks
[cell usage after synthesis, drive strengths merged (3+ instances only)]
cell	n
edfxtp	11
o21ai	8
buf	7
nand4	7
inv	6
nand2	6
ha	4
nor2	4
and2	3
dfrtp	3
xnor2	3
[registers in the layout, summed over array words and instances (netlist names)]
register	count
CS	4
shows.d1	1
shows.e1	1
shows.b1	1
shows.a2	1
counts.count	4
shows.c1	1
shows.f1	1
shows.a1	1
shows.g1	1
[how the worst max path moves through the flow]
stage | to | cells after the start | start
5_1_grt | shows.a1 | 5 | counts.count[1]
4_1_cts | shows.c1 | 5 | counts.count[1]
6_report | shows.a1 | 5 | counts.count[1]
[cells by family (layout without fill, tap and decap cells)]
| family | after synthesis | count (layout) | share of synthesized area [%] |
|---|---|---|---|
| other cells | 2 | 3 | 0.8068 |
| buf+inv | 15 | 60 | 9.274 |
| xor+xnor | 4 | 4 | 3.764 |
| mux | 1 | 1 | 1.075 |
| simple gates | 32 | 32 | 20.56 |
| compound gates | 15 | 15 | 10.62 |
| fa+ha+maj | 4 | 4 | 5.377 |
| flops | 16 | 16 | 48.52 |
[per-stage QoR]
step | cell area, um^2 | TNS, ps | power [W]
global route | 1496 | -1626 | 0.0009142
CTS | 1446 | -867.1 | 0.0008783
detailed placement | 1326 | -893.3 | 0.0005680
floorplan | 962.2 | -947.9 | 0.0005170
global placement | 1326 | -846.1 | 0.0005680
finish | 1496 | -1053 | 0.0008691
[worst max-delay path, delay by kind of cell (launching register included)]
kind,cells,cell delay [ps]
simple gates,2,650
flops,1,460
fa+ha+maj,1,300
compound gates,1,80
buf+inv,1,90
[repair_timing]
item                       in CTS  in global routing
gates resized                   9                 12
hold buffers                    0                  0
setup endpoints to repair      11                 17
pin swaps                       3                  4
setup buffers                   6                  2
[area by class of cell]
cell class,instances,area share [%]
clock buffer,4,3.010
inverter,6,1.505
multi-input combinational,59,31.44
sequential,16,30.18
tap,48,4.013
timing repair buffer,50,29.85
[power by group through the flow]
| stage | sequential [W] | combinational, W | clock [W] |
|---|---|---|---|
| after global routing | 0.000466 | 0.000118 | 0.000330 |
| after CTS | 0.000464 | 0.000103 | 0.000311 |
| final | 0.000464 | 0.000107 | 0.000298 |
[layer usage]
metal / track usage [%] / wire length, um
met1: 8.466 / 900
met3: 2.974 / 211
met2: 9.326 / 870
met5: 0 / 0
met4: 0.6803 / 0
Power figures rest on the tool's default switching activity, not on a simulated workload.
