[./run.sh]
#!/bin/bash
# OpenROAD 26Q1-2900-gdf79404cd8, Yosys 0.63+post, stock flow scripts
make -C /OpenROAD-flow-scripts/flow DESIGN_CONFIG=/design/flow/config.mk WORK_HOME=/design/flow/orfs finish
[./config.mk]
export PLATFORM = sky130hd
export DESIGN_NAME = TrafficLightCounter
export DESIGN_NICKNAME = TrafficLightCounter
export VERILOG_FILES = /design/flow/design.v
export SDC_FILE = /design/flow/constraint.sdc
export NUM_CORES = 4
export LEC_CHECK = 1
export CORE_UTILIZATION = 40
[./constraint.sdc]
current_design TrafficLightCounter

set clk_period 7.9
set clk_io_pct 0.2

create_clock -name clk0 -period $clk_period [get_ports {CLK}]

set non_clock_inputs [all_inputs -no_clocks]
set_input_delay [expr $clk_period * $clk_io_pct] -clock clk0 $non_clock_inputs
set_output_delay [expr $clk_period * $clk_io_pct] -clock clk0 [all_outputs]
[./design.v]
module TrafficLightCounter(CLK,a1,b1,c1,d1,e1,f1,g1,a2,b2,c2,d2,e2,f2,g2);
    input wire CLK;
    output reg a1,b1,c1,d1,e1,f1,g1,a2,b2,c2,d2,e2,f2,g2;
    reg [3:0]tens;
    reg [3:0]unity;
    reg [1:0]flag = 2'b00;
    reg flag2 = 1'b1;
    reg atzero = 1'b1;
    reg [1:0]yellowcounterflash = 2'b00;
    reg [2:0]yellowcoutner = 3'b000;
    reg yellowlight = 1'b1;
    always@(posedge CLK)
        begin
            if(flag2 == 1'b1)
                begin
                    tens = 4'b0001;
                    unity = 4'b0010;
                    flag2 = 1'b0;
                end
            if(flag == 2'b00)
                begin
                    if(unity != 4'b0000)
                        begin
                            unity = unity - 4'b0001;
                        end
                    if(unity == 0 && tens != 4'b0000)
                        begin
                            if(atzero == 1'b0)                            
                                begin
                                    unity = 4'b1001;
                                    tens = tens - 4'b0001;
                                    atzero = 1'b1;
                                end
                            else
                                atzero = 1'b0;
                        end
                    if(unity == 4'b0000 && tens == 4'b0000)    
                        begin
                            if(atzero == 1'b0)
                                begin
                                    tens = 4'b1000;
                                    unity = 4'b1000;
                                    flag = 2'b11;
                                    atzero = 1'b1;
                                end   
                            else
                                atzero = 1'b0;
                        end  
                end
            if(flag == 2'b01)
                begin
                    if(yellowcounterflash == 2'b11)
                        begin
                            yellowlight = 1'b1;
                            yellowcoutner = yellowcoutner +3'b001;
                            if(yellowcoutner == 3'b100)
                                begin
                                    flag = 2'b00;
                                    yellowlight = 1'b0;
                                    tens = 4'b0001;
                                    unity = 4'b0010;
                                    yellowcoutner = 3'b000;
                                    yellowcounterflash = 2'b00;
                                end
                        end
                    else
                        begin
                            yellowcounterflash = yellowcounterflash + 2'b01;
                            yellowlight = ~yellowlight;
                        end
                end
            if(flag == 2'b11)
                begin
                    if(unity != 4'b0000)
                        begin
                            unity = unity - 4'b0001;
                        end
                    if(unity == 0 && tens != 4'b0000)
                        begin
                            if(atzero == 1'b0)                            
                                begin
                                    unity = 4'b1001;
                                    tens = tens - 4'b0001;
                                    atzero = 1'b1;
                                end
                            else
                                atzero = 1'b0;
                        end
                    if(unity == 4'b0000 && tens == 4'b0000)    
                        begin
                            if(atzero == 1'b0)
                                begin
                                    tens = 4'b0000;
                                    unity = 4'b0000;
                                    flag = 2'b01;
                                    atzero = 1'b1;
                                end   
                            else
                                atzero = 1'b0;
                        end  
                end
            case(unity)
                4'b0000: {a1,b1,c1,d1,e1,f1,g1}=7'b1111110;
                4'b0001: {a1,b1,c1,d1,e1,f1,g1}=7'b0110000;
                4'b0010: {a1,b1,c1,d1,e1,f1,g1}=7'b1101101;
                4'b0011: {a1,b1,c1,d1,e1,f1,g1}=7'b1111001;
                4'b0100: {a1,b1,c1,d1,e1,f1,g1}=7'b0110011;
                4'b0101: {a1,b1,c1,d1,e1,f1,g1}=7'b1011011;
                4'b0110: {a1,b1,c1,d1,e1,f1,g1}=7'b1011111;
                4'b0111: {a1,b1,c1,d1,e1,f1,g1}=7'b1110000;
                4'b1000: {a1,b1,c1,d1,e1,f1,g1}=7'b1111111;
                4'b1001: {a1,b1,c1,d1,e1,f1,g1}=7'b1110011;
            endcase
            case(tens)
                4'b0000: {a2,b2,c2,d2,e2,f2,g2}=7'b1111110;
                4'b0001: {a2,b2,c2,d2,e2,f2,g2}=7'b0110000;
                4'b0010: {a2,b2,c2,d2,e2,f2,g2}=7'b1101101;
                4'b0011: {a2,b2,c2,d2,e2,f2,g2}=7'b1111001;
                4'b0100: {a2,b2,c2,d2,e2,f2,g2}=7'b0110011;
                4'b0101: {a2,b2,c2,d2,e2,f2,g2}=7'b1011011;
                4'b0110: {a2,b2,c2,d2,e2,f2,g2}=7'b1011111;
                4'b0111: {a2,b2,c2,d2,e2,f2,g2}=7'b1110000;
                4'b1000: {a2,b2,c2,d2,e2,f2,g2}=7'b1111111;
                4'b1001: {a2,b2,c2,d2,e2,f2,g2}=7'b1110011;
            endcase
        end
endmodule
==> flow_summary.ini <==
; generated from flow reports
[routing]
post_drt_via_cell_ratio = 5.58
finalWirelength_mm = 5.08
detailroute.via_count = 1977
drtPass1Iterations = 4
detailedRoute.firstIterationViolations = 122
ant_diodes = 0
drt-wirelength-per-cell_um = 14.3
drc_violation_count_after_routing = 0
final_antenna_net_count = 0

[layout]
layout-area-overhead-vs-synth_pct = 11.4
layout_top_cells = 41 x nand2_1, 19 x edfxtp_1, 18 x nor2_1, 14 x clkdlybuf4s50_1, 13 x a21oi_1
seq_area_sq_um = 811
fillers = 550
post_route_cells_drive_above_1_share_pct = 13.1
lay_top_count = nand2_1
finish.cell_count_without_fillers = 354
mi_logic_area_sq_mm = 0.00149

[synthesis]
syn_inst = 271
postSynthRegisterBits = 31
yosysCellCount = 271
ys_warn_count = 1
postSynth.asyncResetShare_pct = 0
synth_area_per_cell_sq_um = 8.94
synth.distinct_cells = 72
synth-area-yosys_sq_mm = 0.00242
synth-edff-count = 19
synth_top_flop_cell = edfxtp_1
syn-cell-area_sq_mm = 0.00242
yosysTopAreaCellShare_pct = 23.6
yosys.area.top_type = edfxtp_1
synthTopCellsByArea = edfxtp_1 24%, dfxtp_1 9.9%, nand2_1 6.4%, ha_1 3.6%, mux2i_1 2.9%
yosys.stat.seqShare_pct = 33.5

[power]
p_leak_nw = 0.977
powerDensity_mw_per_mm2 = 401
vdd_ir_drop_max_mv = 0.293

[global_route]
via_count_of_the_first_global_routing_pass = 1829
grt.overflow.total = 0
grt_start_max_net_pins = 17
antenna_found_initial = 0
grt_usage_pct = 17.4
grt_first_pass_wirelength_mm = 8.64

[worst_setup_path]
critical_path.max_fanout = 16
worst_setup_path_end_kind = flop
worst-setup-path-type = reg -> reg
start_kind = flop
critical_path.reg2reg.startpoint = flag2$_DFF_P_
cp_data_required_time_ns = 8.01
reg2reg_slack_ns = 2.99
critical_path_arrival_ns = 5.03
timing.critical_path.from = flag2$_DFF_P_

[clock_tree]
cts-hold-fix-buffers = 0
clkTransAtPathRegs_ns = 0.07
post_cts_resize_count = 0
numCtsBuffers = 5
root_buffer = clkbuf_8
clock_tree.buffer_depth = 2
clock-sinks = 31
clk-insertion-delay-late_ns = 0.28
number_of_buffers_added_for_setup_after_cts = 0
cts-htree-levels = 2
tritoncts = yes

[die]
placement_rows = 27
die_x_um = 79.8
initial_core_util_pct = 42.7
design.core.area_sq_mm = 0.00568
chip_area_sq_mm = 0.00637
io_pins = 15
die_h_um = 79.8

[sta]
drv_slew = 0
setup_violations = 0
timing_worst_slew_pin_value_ns = 0.578
relSlewSlack_pct = 61.3
fin_crit_sh_pct = 62.2
worst_hold_slack_ns = 0.558
worst_clock_skew_ns = 0.00554
finalHoldViolCount = 0
rsz0062_at_grt = false
finalCriticalPeriod_ns = 4.91
fin_tns_setup_ns = 0
achievable-frequency_mhz = 204

[placement]
place.gp.congestion = 0.869
placed_cells = 346
io_buffer_count = 14
detailed_place_hpwl_mm = 3.82

[flow_run]
timing.max_cap.violations = 0
warning_count = 25

[worst_hold_path]
worstHoldPathType = reg -> reg
timing.hold.worst.start = yellowcoutner[0]$_SDFFCE_PP0P_

[outcome]
run_status = finished clean
-- through the flow --
step           total power, mW  util [%]  cell area [sq um]  setup WS [ns]
5_1_grt                   1.18      47.6               2700           2.52
3_3_place_gp             0.920      45.5               2580           3.11
4_1_cts                   1.09      47.6               2700           3.03
2_1_floorplan            0.776         -               2420           3.66
3_5_place_dp             0.920      45.5               2580           3.04
6_report                  1.08      47.6               2700           2.99
-- where the power goes --
group	leakage [nW]	internal, mW	switching, mW
registers	0.290	0.252	0.0451
logic	0.626	0.259	0.366
clock network	0.0612	0.102	0.0591
total	0.977	0.613	0.470
-- area by class of cell --
type / count / area share, %
timing repair buffer: 14 / 5.19
multi-input combinational: 216 / 55.3
inverter: 13 / 1.81
sequential: 31 / 30.0
tap: 72 / 3.34
clock buffer: 6 / 3.06
clock inverter: 2 / 1.30
-- worst max-delay path: stages (launching register included) --
cell,delay (ns)
dfxtp_1,0.63
nor2b_1,0.15
inv_1,0.11
ha_1,0.31
or4b_4,0.51
o221ai_1,0.31
o211ai_1,0.15
a21oi_1,0.24
inv_1,0.12
ha_1,0.29
a21oi_1,0.13
a21oi_1,0.08
o22a_2,0.29
or4_4,0.57
xor2_4,0.27
inv_2,0.15
a221o_1,0.28
a22oi_1,0.16
-- Yosys cell counts (all sizes together), types with 2 or more instances --
master and instances:
o2111ai 2, a32o 3, nand2 43, a22oi 4, mux2i 9, or2 2
edfxtp 19, nor2 19, and3 3, a21oi 18, nor3b 2, and2 4
clkbuf 4, nor4 2, nand4 3, a31oi 2, xnor2 6, or3b 2
o21ai 12, nand2b 8, inv 13, a211oi 3, ha 7, a21boi 2
o31ai 4, nor2b 4, nor3 10, o21bai 3, dfxtp 12, nand3b 3
or4b 2, buf 7, or4 2, o21a 2, o211ai 6, or3 3
nand3 7
-- path summary, 6_finish.rpt --
check / endpoint / cells after the start
max: b2$_DFFE_PP_ / 17
max reg2reg: b2$_DFFE_PP_ / 17
min reg2reg: yellowcoutner[0]$_SDFFCE_PP0P_ / 1
min: yellowcoutner[0]$_SDFFCE_PP0P_ / 1
-- state kept, by name (all words and copies together) (netlist names) --
register,cells
yellowcounterflash,2
c1,1
b2,1
d1,1
a2,1
unity,4
g1,1
f2,1
c2,1
d2,1
tens,4
b1,1
a1,1
f1,1
g2,1
e2,1
yellowcoutner,3
flag2,1
flag,2
e1,1
atzero,1
-- logic make-up after synthesis --
logic type      count (synthesis)  synth area share [%]
flops                          31                  33.5
simple gates                  123                  27.6
xor+xnor                        7                  3.93
buf+inv                        24                  4.96
other cells                     1                 0.155
compound gates                 68                  21.4
fa+ha+maj                       7                  3.62
mux                            10                  4.86
-- metal layers --
metal | part of all wire [%] | vias to the layer above | wire, um | global-route usage, %
li1 | - | 1020 | - | -
met1 | 50 | 909 | 2510 | 27.6
met2 | 45 | 44 | 2290 | 26.7
met3 | 4.7 | 4 | 239 | 2.44
met4 | 0.61 | 0 | 31 | 2.14
met5 | 0 | - | 0 | 0
No activity file was given, so power comes from the tool's default toggle rates.
